==> flow/run.sh <==
#!/bin/bash
# OpenROAD 26Q1-2900-gdf79404cd8, Yosys 0.63+post, stock flow scripts
make -C /OpenROAD-flow-scripts/flow DESIGN_CONFIG=/design/flow/config.mk WORK_HOME=/design/flow/orfs finish
==> flow/config.mk <==
export PLATFORM = sky130hd
export DESIGN_NAME = binary_multiplier_behavioral
export DESIGN_NICKNAME = binary_multiplier_behavioral
export VERILOG_FILES = /design/flow/design.v
export SDC_FILE = /design/flow/constraint.sdc
export NUM_CORES = 4
export LEC_CHECK = 1
export CORE_AREA = 10 10 70 70
export DIE_AREA = 0 0 80 80
==> flow/constraint.sdc <==
current_design binary_multiplier_behavioral

set clk_period 7.9
set clk_io_pct 0.2

create_clock -name clk0 -period $clk_period

set non_clock_inputs [all_inputs -no_clocks]
set_input_delay [expr $clk_period * $clk_io_pct] -clock clk0 $non_clock_inputs
set_output_delay [expr $clk_period * $clk_io_pct] -clock clk0 [all_outputs]
==> flow/design.v <==
`timescale 1ns / 1ps
module binary_multiplier_behavioral(
    input [3:0] a,
    input [3:0] b,
    output reg [7:0] product
    );
    integer i;
    always @(*) begin
        product = 8'b0;
        for (i = 0; i < 4; i = i + 1) begin
            if (b[i] == 1'b1) begin
                product = product + ( a << i);
            end
        end
    end
endmodule
==> run notes <==
Implementation results are summarized by area below.

Status
The run finished with clean final reports.

Pwr
The power per unit of standard cell area is 82.9 nW/um2. For this design the static power due to leakage is 0.000358 uW. The worst-case vdd ir drop is roughly 0.000037 V.

Logic synthesis
Sorting the synthesized cells by how often they occur yields sky130_fd_sc_hd__ha_1 (11), sky130_fd_sc_hd__a21oi_1 (7), sky130_fd_sc_hd__inv_1 (7), sky130_fd_sc_hd__nand2_1 (7), sky130_fd_sc_hd__mux2i_1 (4). The fraction of the yosys area taken by sequential cells is 0%. Ranked by total cell area, the synthesized netlist is headed by sky130_fd_sc_hd__ha_1 (24%), sky130_fd_sc_hd__fa_1 (10%), sky130_fd_sc_hd__mux2i_1 (6.9%). The number of distinct library cells after synthesis is 25.

The count of instantiated cells in the yosys netlist is 73. Yosys reports a chip area of 578 um2. The most instantiated library cell after synthesis is sky130_fd_sc_hd__ha_1. The total number of yosys warnings is 1. After technology mapping, the gate count stands at about 73.

The mapped cell area is 578 um2. The post-synthesis average cell area is 7.92 um2. The dominant cell type by area after synthesis is sky130_fd_sc_hd__ha_1. The share of synthesized area in the top cell type comes to between 20% and 30%.

Cells and area
The total of clock buffers placed in the layout is 0. The design has 0 sequential cells. The fraction of layout instances using a drive strength above 1 is a little under 7%. Between the synthesized netlist and the finished layout, the area growth was recorded as 36.4%. Per the layout area report, the register area comes to 0 um2. The final instance area is 788 um2. The filler cell count is 374.

Timing
Per the slew report, the remaining headroom to the max-slew limit stands at 74.0%. In the finished design, the share of the clock period the worst path needs comes to ~94%. Per the finish-stage timing summary, setup violations number 0.

Setup repair after global routing left no endpoint under its margin. The clock period could shrink to 7410 ps. The worst-margin pin slew is 389 ps. Based on the critical path, the design can be clocked at up to 0.135 GHz.

The final sum of negative setup slack is 0 ps. For reference, the final report shows the hold violation count at 0. The number of max-slew violations in the final report is 0.

Hold path
In this run the worst hold path is classified as input pin to output port. The start point of the worst min-delay path is b[0].

Global route
The number of global-route vias before repair is approximately 570. The initial antenna violation count is 0. The first global-routing pass estimated 2450 um of wire. The largest net degree at the start of global routing is 12.

Per the GRT congestion report, total overflow comes to 0. The global routing report lists combined usage of all routing layers as 4.50%.

Floorplanning
According to the floorplan report, the total die area is between 6000 and 7000 um2. From left edge to right edge, the die measures approximately 80 um. At the floorplan stage, the core utilization is reported as between 10% and 20%. The area of the placeable core is 3420 um2.

The chip height is 80 um. The I/O pin count is 16. The count of standard-cell rows is 21.

Setup path
The data required time of the worst path is between 6000 and 7000 ps. The arrival time reported for the critical path endpoint is between 5000 and 6000 ps. The largest fanout on the critical path is 6. The startpoint of the worst setup timing path is a[1]. STA classifies the critical path startpoint as an input pin.

Among all stages on the critical path, the largest delay is contributed by sky130_fd_sc_hd__clkdlybuf4s50_1. The largest single stage delay on the critical path is 630 ps. In the setup report, the worst path falls into the class input pin to output port. The critical path goes through clkdlybuf4s50_1 > and2_1 > ha_1 > inv_1 > fa_1 > xnor2_1 > nand2_1 > xor2_2 > inv_2 > fa_1 > nand2_1 > o21a_1 > ha_1 > fa_1 > inv_1 > a221oi_1 > clkdlybuf4s50_1. The most numerous cell type found on the critical path is sky130_fd_sc_hd__fa_1.

The endpoint kind of the worst setup timing path is an output port.

Clocking
The report puts the hold buffer count at CTS at 0. The post-cts sizing count is 0. Buffers added to address setup during post-CTS repair amount to 0.

Routing
The detailed router placed between 500 and 600 vias in this run. The number of antenna cells inserted is 0. The via density per instance is 3.92. The sum of routed wire length over all layers is 1390 um. The first-iteration detailed-routing DRC count is 27.

The detailed-routing iteration count for the pre-antenna-repair pass is 4. The post-route DRC violation count is 0. In the final routed layout, each cell accounts on average for between 10 and 15 um. The post-detailed-route count of antenna-violating nets is 0.

Place
The final RePlAce weighted congestion is 0.805. The placed instances occupy a cell area of 788 um2. Buffers placed on the I/O ports in this run total 16.

The detailed placement HPWL is 1220 um.

Run
OpenROAD emitted warnings numbering 33. The tool flagged a number of max-cap violations equal to 0.
-- final timing paths --
check | to | cells past startpoint
setup / recovery | product[4] | 17
hold / removal | product[0] | 3
-- placed cells by master (no fill, tap or decap), types with 2 or more instances in the layout --
| master | Yosys | routed |
|---|---|---|
| sky130_fd_sc_hd__ha_1 | 11 | 11 |
| sky130_fd_sc_hd__o21ai_0 | 2 | 2 |
| sky130_fd_sc_hd__nand2_1 | 7 | 7 |
| sky130_fd_sc_hd__mux2_2 | 3 | 3 |
| sky130_fd_sc_hd__inv_1 | 7 | 7 |
| sky130_fd_sc_hd__fa_1 | 3 | 3 |
| sky130_fd_sc_hd__xnor2_1 | 2 | 2 |
| sky130_fd_sc_hd__clkdlybuf4s50_1 | 0 | 16 |
| sky130_fd_sc_hd__and2_1 | 2 | 2 |
| sky130_fd_sc_hd__nand2b_1 | 3 | 3 |
| sky130_fd_sc_hd__o21a_1 | 3 | 3 |
| sky130_fd_sc_hd__a21o_1 | 3 | 3 |
| sky130_fd_sc_hd__mux2i_1 | 4 | 4 |
| sky130_fd_sc_hd__nor2b_1 | 2 | 2 |
| sky130_fd_sc_hd__a21oi_1 | 7 | 7 |
| sky130_fd_sc_hd__xor2_1 | 3 | 3 |
-- worst max-delay path, delay by kind of cell --
kind | cells | cell delay [ps]
adder cells (fa/ha/maj) | 5 | 1800
buffers and inverters | 5 | 1320
AND-OR/OR-AND | 2 | 420
AND/OR/NAND/NOR | 3 | 370
XOR/XNOR | 2 | 340
-- metal layers --
layer,GRT usage [%],part of all wire (%)
met3,1.02,6.8
met1,6.08,50
met5,0,0
met4,0.352,0
met2,7.38,43
-- metrics by stage --
step / instances / worst slack, ps / utilization [%] / power [uW] / hold WS (ps)
detailed placement: 133 / 460 / 23.1 / 66.0 / 4240
global placement: 133 / 516 / 23.1 / 65.7 / 4240
finish: 133 / 486 / 23.1 / 65.4 / 4230
global route: 133 / 199 / 23.1 / 75.5 / 4270
floorplan: 73 / 1910 / - / 38.5 / 3230
CTS: 133 / 436 / 23.1 / 66.8 / 4230
-- final cells by class --
type                            count  area, um2  area share [%]
Multi-Input combinational cell     63        541            68.6
Timing Repair Buffer               16        160            20.3
Inverter                            8       30.0            3.81
Tap cell                           46       57.6            7.30
-- report_power, final --
group	total [uW]	internal [uW]	switching (uW)
Combinational	65.4	36.8	28.6
Sequential	0	0	0
Clock	0	0	0
Total	65.4	36.8	28.6
-- kinds of logic (layout without fill, tap and decap cells) --
group | count (synthesis) | in the layout | share of synthesized area [%]
AND-OR/OR-AND | 20 | 20 | 22.5
AND/OR/NAND/NOR | 16 | 16 | 13.6
adder cells (fa/ha/maj) | 14 | 14 | 34.2
buffers and inverters | 10 | 24 | 6.49
multiplexers | 7 | 7 | 12.8
XOR/XNOR | 6 | 6 | 10.4
Power figures rest on the tool's default switching activity, not on a simulated workload.
