**constraint.sdc**
```tcl
current_design encoder_1024_2_10

set clk_period 166.9
set clk_io_pct 0.2

create_clock -name clk0 -period $clk_period

set non_clock_inputs [all_inputs -no_clocks]
set_input_delay [expr $clk_period * $clk_io_pct] -clock clk0 $non_clock_inputs
set_output_delay [expr $clk_period * $clk_io_pct] -clock clk0 [all_outputs]
```
**design.v**
```verilog
`timescale 1ns / 1ps
module encoder_1024_2_10(
    input [1023:0] i,
    output reg [9:0] o
    );
    integer c;
    always @(*) begin
        o = 10'bx;
        for (c = 0; c < 1024; c = c + 1) begin
            if (i[c]) begin
                o = c;
            end
        end
    end
endmodule
```
**run.sh**
```bash
#!/bin/bash
# OpenROAD 26Q1-2900-gdf79404cd8, Yosys 0.63+post, stock flow scripts
make -C /OpenROAD-flow-scripts/flow DESIGN_CONFIG=/design/flow/config.mk WORK_HOME=/design/flow/orfs finish
```
**config.mk**
```make
export PLATFORM = sky130hd
export DESIGN_NAME = encoder_1024_2_10
export DESIGN_NICKNAME = encoder_1024_2_10
export VERILOG_FILES = /design/flow/design.v
export SDC_FILE = /design/flow/constraint.sdc
export NUM_CORES = 4
export LEC_CHECK = 1
export CORE_AREA = 10 10 398 398
export DIE_AREA = 0 0 408 408
```
==> changes_impl.md <==
## Flow update

* Post-DP HPWL at about 170 mm
* Comb pwr share at 100.0%
* Final WL at around 180 mm
* Synth Seq Share at 0%
* Synthesized area per cell at about 5.4 um^2
* Synth top area share at ~14%
* Seq pwr share at 0%
* Post-route antenna net violation count at 0
* Max-slew violation count at 0
* Area leader, netlist: nor4_1
* Share of cells above drive strength 1 at under 10%
* Ys cells at between 2,000 and 3,000
* Setup Crit Path Kind: input pin to primary output
* FFs & Latches at 0
* Crit path required time at 133.52 ns
* Hold_sp: i[902]
* Outcome: finished clean
* Sw Ratio at a little under half
* Final period util at 42.90%
* Yosys warns at 1
* P_int at around 28 uW
* Antenna violations before repair at approximately 95
* WHS Endpoint: o[3]
* FP Util at 9.100%
* Final GP Congestion at ~1.0
* Cells after Synth at roughly 2,500
* Largest net degree at the start of global routing at 7
* TritonRoute pass-1 iters at 6
* Maximum fanout along the worst path at 4
* Tmin final at 71.60 ns
* Biggest area cells: nor4_1 (14%), nor2_1 (13%), a21oi_1 (8.6%), nor3_1 (7.0%), inv_1 (5.5%)
* Fmax at between 10 and 15 MHz
* Post-CTS Setup Inserts at 0
* PostCTS Resize Cnt at 0
* Hold Crit Class: input pin to primary output
* Io pins at 1,034
* Vias in the first global route at roughly 26,000
* First-pass GRT wire length at 227.6 mm
* Residual DRC at 0
* Mapped Area at roughly 14,000 um^2
* OpenROAD warnings at 33
* Hold slack final at roughly 70 ns
* Worst Hold Path Cells at 7
* Clkbuf count at 0
* Most instantiated library cell after synthesis: nor2_1
* Net Sw Power at about 24 uW
* Leakage power at 0.008394 uW
* Worst-Margin Slew at between 1 and 1.5 ns
* Crit start category: input pin
* Filler Cell Count at roughly 17,000
* Arr. time, crit path at around 38 ns
* Core footprint at 149,800 um^2
* Hold-fix buffers at CTS at 0
* I/O Buffers at between 1,000 and 1,500
* CP endpoint kind: primary output
* Unique masters post-synth at 71
* Yosys stat area at roughly 14,000 um^2
* Rows at about 140
* Die Area at about 170,000 um^2
* Via/cell ratio at ~4.5
* Synth-to-Final Area Change at 101.1%
* WL per Instance at 30.72 um
* Final Setup Violations at 0
* Pwr Density at 1.904 nW/um^2
* Die span in y at between 400 and 500 um
* Congestion Overflow GR at 0
* Power share of the clock group at 0%
* Initial DRC count at ~1,800
* Gr usage total at 20.10%
* Worst slew margin at ~30%
* Peak VDD IR at 0.000001029 V
* Hold Vio Cnt, Final at 0
* Setup TNS at 0 ns
* Max Cap Viol at 0
* RSZ-0062 raised after global routing: no
* Most common library cells after synthesis: nor2_1 (475), nor4_1 (302), a21oi_1 (235)
* Die extent in x at roughly 410 um
* Area taken by flip-flops and latches at 0 um^2
* DR vias at around 26,000
power by group through the flow:
stage,clock network (uW),logic (uW),registers (uW)
final,0.0000259,52.2,0
after CTS,0,51.9,0
after global routing,0.0000241,55.6,0
metrics by stage:
step	instances	total power [uW]	util [%]	instance area (um^2)	setup slack, ns
2_1_floorplan	2523	10.94	-	13630	97.93
3_3_place_gp	5673	51.66	18.24	27320	95.19
3_5_place_dp	5673	51.54	18.24	27320	95.24
4_1_cts	5673	51.88	18.24	27320	95.22
5_1_grt	5704	55.64	18.29	27400	95.09
6_report	5708	52.19	18.30	27410	95.30
layout by cell type, fill, tap and decap left out, types with 38 or more instances in the layout:
cell type,n
clkdlybuf4s50_1,1033
nor2_1,475
nor4_1,295
a21oi_1,235
inv_1,199
nand2_1,198
nor3_1,190
o21ai_0,142
buf_4,101
nand3_1,97
o31ai_1,76
nand4_1,55
a211oi_1,42
or4_1,39
nand2b_1,38
cell type report:
cell class         instances  area, um^2  area share, %
multi-input cells       2321       12940          47.22
repair buffers          1134       11100          40.49
well taps               2016        2522          9.204
inverters                202       758.2          2.767
diodes                    35       87.58         0.3196
logic make-up (layout without fill, tap and decap cells):
group | count (synthesis) | in the layout | synth area share [%]
compound gates | 814 | 814 | 39.41
buf+inv | 202 | 1336 | 5.563
simple gates | 1507 | 1507 | 55.03
other cells | 0 | 35 | 0
layer usage:
metal  vias up  part of all wire, %  wire length [um]  global-route usage [%]
li1      12260                    -                 -                       -
met1     12290                   38             66680                   22.92
met2      1171                   54             93950                   38.09
met3       232                  5.0              8852                   2.926
met4        14                  3.3              5802                   5.927
met5         -                0.051                89                       0
worst max-delay path by stage:
stage                 depth (start not counted)    from    to  slack, ns
after CTS                                    12  i[641]  o[2]      95.22
after global routing                         12  i[680]  o[2]      95.09
final                                        12  i[680]  o[2]      95.30
worst max-delay path, stage by stage:
cell             delay (ns)
clkdlybuf4s50_1        0.54
nor4_1                 0.75
nand4_1                0.29
a211oi_1               0.53
nand2_1                0.27
a21o_1                 0.26
a2111oi_1              0.28
buf_4                  0.23
a21boi_1               0.38
o211ai_1               0.41
a31oi_1                0.25
clkdlybuf4s50_1        0.65
Power is estimated from default activity; no workload was simulated.
