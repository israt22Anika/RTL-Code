<file path="flow/config.mk">
export PLATFORM = sky130hd
export DESIGN_NAME = binary_multiplier
export DESIGN_NICKNAME = binary_multiplier
export VERILOG_FILES = /design/flow/design.v
export SDC_FILE = /design/flow/constraint.sdc
export NUM_CORES = 4
export LEC_CHECK = 1
export CORE_AREA = 10 10 70 70
export DIE_AREA = 0 0 80 80
</file>
<file path="flow/constraint.sdc">
current_design binary_multiplier

set clk_period 2.7
set clk_io_pct 0.2

create_clock -name clk0 -period $clk_period

set non_clock_inputs [all_inputs -no_clocks]
set_input_delay [expr $clk_period * $clk_io_pct] -clock clk0 $non_clock_inputs
set_output_delay [expr $clk_period * $clk_io_pct] -clock clk0 [all_outputs]
</file>
<file path="flow/design.v">
`timescale 1ns / 1ps
module binary_multiplier(
    input [3:0] a,
    input [3:0] b,
    output [7:0] product
    );
    wire [7:0] p0, p1, p2, p3;
    assign p0 = (b[0]) ? a : 8'b0;
    assign p1 = (b[1]) ? a : 8'b0;
    assign p2 = (b[2]) ? a : 8'b0;
    assign p3 = (b[3]) ? a : 8'b0;
    assign product = p0 + (p1 << 1) + (p2 << 2) + (p3 << 3);
endmodule
</file>
<file path="flow/run.sh">
#!/bin/bash
# OpenROAD 26Q1-2900-gdf79404cd8, Yosys 0.63+post, stock flow scripts
make -C /OpenROAD-flow-scripts/flow DESIGN_CONFIG=/design/flow/config.mk WORK_HOME=/design/flow/orfs finish
</file>
==> results.cfg <==
; flow metrics
[status]
outcome = finished, violations left
violations = negative setup slack

[worst_setup_path]
worstSetupPathType = in -> out
critPathLaunchType = input pin
worst-path-max-fanout = 2
crit_arrival_ns = 2.90
cp-end-kind = output pin
required_ns = 2.16

[sta]
finalHoldViolCount = 0
slew-limit-headroom = 0.892
slew_viol_final = 0
min_period_ns = 3.44
final.period_utilization = 1.27
setup_viol = 5
setup_ws_ns = -0.736
rsz0062_at_grt = yes
fmax_mhz = 291
worst_pin_slew_ns = 0.161
whs_ns = 1.69

[synth]
synth_cells = 54
synth_area_um2 = 422
synthDominantCellAreaShare = 0.237
yosys_warnings = 0
ys_seq_frac = 0
ys_sh_aoi = 0.107
yosys_area_um2 = 422
ys_cells = 54
ys_sh_xor = 0.0831
synthMuxAreaShare = 0
synth.cellmix.simpleShare = 0.228
top_area_cell = fa_1
adder_share = 0.475
synth_top_cell_by_count = inv_1
postSynthAreaPerCell_um2 = 7.81
top_logic_kind = adder cells
ys_types = 13
topCellsByArea = fa_1 24%, ha_1 24%, inv_1 11%
ys_top_cells_by_count = 12 x inv_1, 9 x nand2_1, 8 x ha_1

[grt]
met3_usage = 0.00227
grt_overflow = 0
grt_pass1_wl_mm = 1.86
grt_max_degree = 5
grtUsageMet2 = 0.0522
antenna_found_initial = 0
groute.usage.overall = 0.0344
use_met1 = 0.0543
grt_pass1_vias = 416
top_usage_layer = met1

[finish]
fillCellCount = 384
syn_to_final_growth_pct = 84.0
fin_cells = 124
final_area_um2 = 776
drive_gt1_frac = 0.487
n_clock_buffer = 0
flops = 0
flop_area_um2 = 0
logic_area_um2 = 464

[die]
design.core.area_um2 = 3420
initCoreUtil = 0.123
ioPinCount = 16
die_h_um = 80
die_width_um = 80
core.rowCount = 21
chipArea_um2 = 6400

[routing]
ant_nets = 0
num_antenna_cells = 0
dr_total_vias = 409
drc = 0
wl_mm = 1.12
wl_per_cell_um = 9.04
firstDrtPassIters = 4
viasPerCell = 3.30
drt_iter0_markers = 2

[placed_design]
gp_congestion = 0.736
place_ws_ns = -1.57
dp.final_hpwl_um = 963
place_area_um2 = 707
portBuffers = 16
placed_cells = 121

[flow_run]
warning_count = 35
drv_cap = 0

[power_and_ir_drop]
cellLeakagePower_nw = 0.391
ir_drop_v = 0.0000612
p_per_area_nw_per_um2 = 195
power.total_mw = 0.151

[worst_hold_path]
holdCritPathClass = in -> out
min_path_cells = 5
[timing repair]
item / CTS / global route
resized: 51 / 7
hold buffers: 0 / 0
setup endpoints to repair: 6 / 5
setup buffers: 2 / 1
pin swaps: 16 / 14
[cell type report]
type                       instances  area share
tap                               46      0.0742
timing repair buffer              24       0.266
inverter                          12      0.0613
multi-input combinational         42       0.598
[layer usage]
metal / wire length [um] / up-vias
li1: - / 211
met1: 566 / 190
met2: 536 / 8
met4: 0 / 0
met5: 0 / -
met3: 18 / 0
[power by group]
| group | internal [mW] | total (mW) | switching, mW |
|---|---|---|---|
| Combinational | 0.0905 | 0.151 | 0.0606 |
| Sequential | 0 | 0 | 0 |
| Clock | 0 | 0 | 0 |
| Total | 0.0905 | 0.151 | 0.0606 |
[worst max-delay path: stages]
cell and delay, ns:
buf_6 0.09, buf_6 0.11, nand2_4 0.07, inv_4 0.04, ha_4 0.21, a21o_1 0.18
a21oi_2 0.17, xnor2_2 0.10, fa_1 0.53, inv_1 0.05, ha_1 0.26, a21o_1 0.19
a21oi_2 0.13, xnor2_1 0.12, buf_2 0.11
[worst paths after layout]
path,from,end,slack [ns]
hold / removal,a[0],product[2],1.69
setup / recovery,a[1],product[6],-0.74
[stage by stage]
step	TNS, ns	util
2_1_floorplan	-1.51	-
5_1_grt	-3.41	0.227
3_5_place_dp	-7.70	0.207
6_report	-2.85	0.227
3_3_place_gp	-7.71	0.207
4_1_cts	-3.07	0.216
[placed cells by master (no fill, tap or decap)]
cell,instances
ha_4,4
a21o_1,2
xor2_2,1
o21ai_1,1
xnor2_1,2
inv_4,1
o21bai_1,1
buf_6,5
ha_1,4
and2_4,3
nand2_4,1
dlygate4sd2_1,2
nand2b_1,1
buf_8,1
fa_2,2
buf_4,7
nand2_1,7
xnor2_2,1
nor2b_1,2
fa_1,3
inv_2,4
a21oi_2,2
inv_1,7
nand2_2,1
clkdlybuf4s50_1,4
and2_1,4
buf_2,5
[cells by family after synthesis]
family	after synthesis
adder cells (fa/ha/maj)	13
buffers and inverters	12
XOR/XNOR	4
AND/OR/NAND/NOR	19
AND-OR/OR-AND	6
